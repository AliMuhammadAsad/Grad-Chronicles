File: run.sh
#!/bin/bash
# OpenROAD 26Q1-2900-gdf79404cd8, Yosys 0.63+post, stock flow scripts
make -C /OpenROAD-flow-scripts/flow DESIGN_CONFIG=/design/flow/config.mk WORK_HOME=/design/flow/orfs finish
File: config.mk
export PLATFORM = sky130hd
export DESIGN_NAME = RegisterFile
export DESIGN_NICKNAME = RegisterFile
export VERILOG_FILES = /design/flow/design.v
export SDC_FILE = /design/flow/constraint.sdc
export NUM_CORES = 4
export LEC_CHECK = 1
export CORE_UTILIZATION = 30
File: constraint.sdc
current_design RegisterFile

set clk_period 18.0
set clk_io_pct 0.2

create_clock -name clk0 -period $clk_period [get_ports {clk}]

set non_clock_inputs [all_inputs -no_clocks]
set_input_delay [expr $clk_period * $clk_io_pct] -clock clk0 $non_clock_inputs
set_output_delay [expr $clk_period * $clk_io_pct] -clock clk0 [all_outputs]
File: design.v
`timescale 1ns / 1ps
module RegisterFile(
    input clk,
    input reset,
    input [63:0] WriteData,
    input [4:0] RS1,
    input [4:0] RS2,
    input [4:0] RD,
    input RegWrite,
    output reg [63:0] ReadData1,
    output reg [63:0] ReadData2
    );
reg [63:0] registers [31:0];
integer i;
initial begin
for (i = 0; i < 32; i = i + 1) begin
    registers[i] = 64'd0;
    end end
always @(posedge clk) begin
    if (RegWrite == 1) registers[RD] <= WriteData;
end 
always @(*) begin
    if (reset == 1) begin
        ReadData1 = 64'd0; ReadData2 = 64'd0; end
    else begin
        ReadData1 = registers[RS1]; ReadData2 = registers[RS2]; 
    end
end
endmodule
==> ci_impl_report.md <==
## Implementation flow summary

| Metric | Value |
|---|---|
| Largest registers | registers x2048 |
| Internal | 8.24 mW |
| PD cells | 97.6 nW/um^2 |
| Worst Hold End | registers[1][6]$_DFFE_PP_ |
| Syn-to-layout area delta | 16.3% |
| Worst-path maximum fanout | 59 |
| Clock network power share | 0.413 |
| Tool Warnings | 26 |
| Top area cell types | edfxtp_1 (65%), mux4_2 (22%), mux2i_1 (2.6%), mux2_2 (1.7%), o22ai_1 (1.3%) |
| Yosys cell types | 54 |
| Cell count in the Yosys report | 4628 |
| Clock Tree Root | clkbuf_16 |
| Max-cap violations | 0 |
| Port bufs | 209 |
| Most frequent logic cell in the layout | edfxtp_1 |
| First-pass GRT wire length | 454000 um |
| Vias in the first global route | 60130 |
| Hold_sp | WriteData[6] |
| Max Root-Sink Buffers | 3 |
| Post-CTS Resized | 0 |
| DIE AREA | 316000 sq um |
| CTS Buf Count | 216 |
| Yosys top cell by area | edfxtp_1 |
| Max reg flops | 2048 |
| Rows | 205 |
| Fp util | 0.302 |
| Fill cells | 28364 |
| FMAX | 84.5 MHz |
| Rel. slew slack | 0.279 |
| Synth warn | 1 |
| Worst hold slack | 3560 ps |
| Async SR Flop Fraction | 0 |
| WS Path Type | input port to output port |
| Crit path from | RS1[0] |
| Initial drt markers | 3473 |
| Synth Seq Share | 0.653 |
| Crit path DAT | 8230 ps |
| # DRC | 0 |
| H-Tree Depth | 4 |
| Status | completed |
| CP dominant cell by count | buf_4 |
| Final setup viols | 0 |
| Num Clock Sinks | 2048 |
| Crit path buf inv count | 5 |
| Slowest stage delay, CP | 920 ps |
| Biggest register | registers |
| Post-route insts no fill | 9354 |
| Dominant flop cell | edfxtp_1 |
| RSZ-0062 raised after global routing | false |
| Syn_area_per_cell | 20.4 sq um |
| Post-DP HPWL | 191000 um |
| Largest net degree at the start of global routing | 82 |
| Syn Inst Count | 4628 |
| Slew Viols, Final | 0 |
| Peak VDD IR | 76.8 uV |
| EDFF count, synth | 2048 |
| Final wirelength | 326000 um |
| Via/cell ratio | 5.70 |
| Minimum clock period | 11830 ps |
| Routed wire per std cell | 34.9 um |
| Ys flops | 2048 |
| P_sw | 2.46 mW |
| CTS tree | done |
| Cell Chain, Critical Path | buf_8 > buf_4 > buf_12 > buf_4 > mux4_2 > mux2_2 > o22ai_1 > nor4_1 > clkdlybuf4s50_1 |
| Yosys Chip Area | 94200 sq um |
| Hold Vio Cnt, Final | 0 |
| Crit path required time | 14400 ps |
| Share of cells above drive strength 1 | 0.345 |
| Startpoint Class | input port |
| Power share of the sequential group | 0.498 |
| Kind of cell adding the most delay to the critical path | buffers and inverters |
| Leakage | 34.0 nW |
| Combinational power share | 0.089 |
| GRT Total Usage | 0.222 |
| TNS Setup | 0 ps |
| Placed cells | 8952 |
| Antenna violations before repair | 22 |
| CTS Hold Bufs | 0 |
| CORE AREA | 312000 sq um |
| Die Height | 562 um |
| Die x size | 562 um |
| Synth Cell Area | 94200 sq um |
| Slowest-stage cell, CP | nor4_1 |
| Clk pin slew, worst setup/hold paths | 60 ps |
| Top-area cell share | 0.653 |
| Worst min path class | input port to flip-flop |
| DRT antenna net count | 0 |
| 1st-pass router iterations | 6 |
| Tcrit/Tclk final | 0.657 |
| Via count | 53349 |
| Hold path depth | 2 |
| Switching Fraction | 0.230 |
| RD Place Congestion | 0.879 |
| GRT overflow | 0 |
| Num ports | 210 |
| Most frequent cells in the layout | edfxtp_1 (2048), mux4_2 (936), buf_4 (321) |
| Worst Setup End Kind | output port |
| Slew @ Worst Pin | 1080 ps |
| Setup bufs post-CTS | 0 |
synth_stat cells (12+ instances only):
cell type / n
a211oi_1: 50
a21oi_1: 13
a22o_1: 19
a22oi_1: 90
buf_1: 25
buf_2: 104
buf_4: 76
buf_6: 34
clkbuf_1: 122
edfxtp_1: 2048
mux2_2: 142
mux2i_1: 241
mux4_2: 936
nand2_1: 81
nor2_1: 102
nor2b_1: 52
nor3_1: 13
nor4_1: 88
nor4b_1: 16
o2111ai_1: 16
o21ai_0: 16
o22a_1: 12
o22ai_1: 195
routing by layer:
metal	global-route usage	up-vias	wire, um
met1	0.218	27061	94300
met3	0.201	725	66000
met2	0.326	4371	150000
met5	0.0316	-	1400
li1	-	21152	-
met4	0.0783	40	14600
per-stage QoR:
stage	power, mW	worst slack [ps]	instance area [sq um]	utilization
3_5_place_dp	6.39	5970	103000	0.329
5_1_grt	11.0	5570	110000	0.351
2_1_floorplan	5.95	9150	94200	-
4_1_cts	10.8	5960	110000	0.351
6_report	10.7	6170	110000	0.351
3_3_place_gp	6.38	5990	103000	0.329
how the worst max path moves through the flow:
stage | endpoint | slack, ps | depth (start not counted)
after CTS | ReadData1[21] | 5960 | 9
after global routing | ReadData1[21] | 5570 | 9
final | ReadData1[21] | 6170 | 9
logic make-up (layout without fill, tap and decap cells):
logic type / Yosys count / count (layout) / synth area share
other: 0 / 11 / 0
AND/OR/NAND/NOR: 427 / 427 / 0.0241
AND-OR/OR-AND: 467 / 467 / 0.0353
buffers and inverters: 366 / 941 / 0.0217
multiplexers: 1320 / 1320 / 0.266
flip-flops: 2048 / 2048 / 0.653
area by class of cell:
| type | instances | area [sq um] | share of cell area |
|---|---|---|---|
| sequential | 2048 | 61500 | 0.561 |
| multi-input combinational | 2214 | 31100 | 0.284 |
| clock buffer | 253 | 5630 | 0.0514 |
| inverter | 5 | 18.8 | 0.000171 |
| antenna | 11 | 27.5 | 0.000251 |
| timing repair buffer | 545 | 4840 | 0.0442 |
| clock inverter | 138 | 1320 | 0.0120 |
| tap | 4140 | 5180 | 0.0473 |
power groups by stage:
| stage | logic, mW | clock network (mW) | registers [mW] |
|---|---|---|---|
| 4_1_cts | 0.961 | 4.47 | 5.33 |
| 5_1_grt | 1.01 | 4.64 | 5.33 |
| 6_report | 0.953 | 4.41 | 5.33 |
No activity file was given, so power comes from the tool's default toggle rates.
