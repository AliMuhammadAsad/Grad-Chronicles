File: /design/flow/config.mk
export PLATFORM = sky130hd
export DESIGN_NAME = ID_EX
export DESIGN_NICKNAME = ID_EX
export VERILOG_FILES = /design/flow/design.v
export SDC_FILE = /design/flow/constraint.sdc
export NUM_CORES = 4
export LEC_CHECK = 1
export CORE_AREA = 10 10 296 296
export DIE_AREA = 0 0 306 306
File: /design/flow/constraint.sdc
current_design ID_EX

set clk_period 1.0
set clk_io_pct 0.2

create_clock -name clk0 -period $clk_period [get_ports {clk}]

set non_clock_inputs [all_inputs -no_clocks]
set_input_delay [expr $clk_period * $clk_io_pct] -clock clk0 $non_clock_inputs
set_output_delay [expr $clk_period * $clk_io_pct] -clock clk0 [all_outputs]
File: /design/flow/design.v
`timescale 1ns / 1ps
module ID_EX(
    input clk, reset,
    input Branch, MemRead, MemWrite, MemtoReg, RegWrite, ALUSrc,
    input [1:0] ALUOp,
    input [3:0] Funct,
    input [4:0] RS1, RS2, RD,
    input [63:0] IFID_PC_Out, ReadData1, ReadData2, Imm,
    output reg IDEX_Branch, IDEX_MemRead, IDEX_MemWrite, IDEX_MemtoReg, IDEX_RegWrite, IDEX_ALUSrc,
    output reg [1:0] IDEX_ALUOp,
    output reg [3:0] IDEX_Funct,
    output reg [4:0] IDEX_RS1, IDEX_RS2, IDEX_RD,
    output reg [63:0] IDEX_PC_Out, IDEX_ReadData1, IDEX_ReadData2, IDEX_Imm
    );
always @(posedge clk or posedge reset) begin
    if (reset == 1'b1) begin
        IDEX_Branch = 0; IDEX_MemRead = 0; IDEX_MemWrite = 0;
        IDEX_MemtoReg = 0; IDEX_RegWrite = 0; IDEX_ALUSrc = 0;
        IDEX_ALUOp = 0; IDEX_Funct = 0; 
        IDEX_RS1 = 0; IDEX_RS2 = 0; IDEX_RD = 0;
        IDEX_PC_Out = 0; IDEX_ReadData1 = 0; IDEX_ReadData2 = 0; IDEX_Imm = 0;
    end
    else begin
        IDEX_Branch = Branch; IDEX_MemRead = MemRead; IDEX_MemWrite = MemWrite;
        IDEX_MemtoReg = MemtoReg; IDEX_RegWrite = RegWrite; IDEX_ALUSrc = ALUSrc;
        IDEX_ALUOp = ALUOp; IDEX_Funct = Funct; 
        IDEX_RS1 = RS1; IDEX_RS2 = RS2; IDEX_RD = RD;
        IDEX_PC_Out = IFID_PC_Out; IDEX_ReadData1 = ReadData1; IDEX_ReadData2 = ReadData2; IDEX_Imm = Imm;    
    end 
end
endmodule
File: /design/flow/run.sh
#!/bin/bash
# OpenROAD 26Q1-2900-gdf79404cd8, Yosys 0.63+post, stock flow scripts
make -C /OpenROAD-flow-scripts/flow DESIGN_CONFIG=/design/flow/config.mk WORK_HOME=/design/flow/orfs finish
==> summary.log <==
INFO  outcome        outcome=complete, but fails checks
INFO  outcome        violations=setup timing
INFO  layout         layout-drive-gt1-share=37.9%
INFO  job            log.warning_count=28
INFO  final_timing   minimum_setup_slack_in_the_final_design=-289ps
INFO  final_timing   report.final.hold_viol_count=0
INFO  placed_design  globalplace.congestion=0.828
INFO  worst_setup_path crit_path_max_incr_delay=390ps
INFO  final_timing   hold_slack=48.8ps
INFO  yosys          netlist_area=7090squm
INFO  worst_setup_path worstSetupEndpointType=primary output
INFO  clock_tree     cts.reportedPaths.clkPinSlew=60ps
INFO  yosys          synth_cells=284
INFO  final_timing   layout_min_cycle_time=1290ps
INFO  worst_setup_path critical_path.top_delay_family=flip-flops
INFO  clock_tree     max-clock-path-buffers=3
INFO  layout         finish.cell_count_without_fillers=1,985
INFO  final_timing   max_slew_margin=79.8%
INFO  job            maxCapViolCount=0
INFO  worst_setup_path cp.buffers_inverters=1
INFO  worst_setup_path critPathRequiredTime=800ps
INFO  drt            iteration_0_drc_count_of_the_detailed_router=178
INFO  yosys          yosys.area_share.simple=0%
INFO  yosys          synthAoiAreaFrac=0%
INFO  layout         mostFrequentLayoutCells=284 x clkdlybuf4s50_1, 283 x dfrtp_1, 283 x buf_2
INFO  global_routing grt-ovfl-total=0
INFO  yosys          post_synth_xor_area_fraction=0%
INFO  die            io-pin-count=568
INFO  final_timing   setup_viol=283
INFO  placed_design  io_buffer_count=567
INFO  drt            antenna_left=0
INFO  clock_tree     cts_tree=yes
INFO  power          power.static_leakage=6.15nW
INFO  worst_setup_path path_type_of_the_worst_setup_path=reg -> out
INFO  placed_design  placed_cells=1,932
INFO  power          design_power_total=0.0250W
INFO  die            chipArea=93,600squm
INFO  final_timing   timing.final.max_slew_violations=0
INFO  global_routing antenna_found_initial=2
INFO  yosys          yosys_warnings=1
INFO  worst_setup_path timing.critical_path.from_type=flop
INFO  power          ir_worst_vdd=1.44mV
INFO  worst_setup_path crit_path_cell_trace=buf_2
INFO  yosys          synthAdderAreaFrac=0%
INFO  worst_setup_path cp.arrival=1090ps
INFO  drt            drc=0
INFO  yosys          synth.mux.area_fraction=0%
INFO  drt            num_vias=4,781
INFO  clock_tree     clock_tree.htree_level_count=1
INFO  drt            ant_diodes=0
INFO  drt            routed_wl=27.0mm
INFO  final_timing   period_used_share=129%
INFO  die            fp-utilization=8.77%
INFO  layout         logic_area=0squm
INFO  global_routing grt_start_max_net_pins=36
INFO  layout         areaGrowthSynthToFinish=96.3%
INFO  yosys          synth_chip_area=7090squm
INFO  power          power_per_cell_area=1800nW/um^2
INFO  global_routing number_of_global_route_vias_before_repair=5,431
INFO  final_timing   worstMarginPinSlew=303ps
INFO  die            die_h=306um
INFO  drt            drt-vias-per-instance=2.41
INFO  yosys          register_bit_total_from_synthesis=283
INFO  yosys          synth_stat.cells=284
INFO  worst_setup_path cp_slowest_cell=dfrtp_1
INFO  die            floorplan.rows=104
INFO  final_timing   unrepaired_setup_endpoints_after_global_routing=yes
INFO  worst_setup_path critPathMaxFanout=1
INFO  die            coreArea=80,800squm
INFO  layout         filler_cell_count=8,754
INFO  hold_path      hp-class=in -> async
INFO  yosys          synth_area_per_cell=24.9squm
INFO  drt            number_of_iterations_in_the_first_detailed_routing_pass=4
INFO  drt            wire_per_inst=13.6um
INFO  yosys          synthDistinctLibCells=2
INFO  yosys          synth.logic.top_family=buffers and inverters
INFO  layout         multi_input_comb_cells=0
INFO  global_routing grt_first_pass_wirelength=38.6mm
INFO  clock_tree     clock-sinks=283
INFO  clock_tree     cts_buffers=30
INFO  placed_design  place.detailed.hpwl=22.2mm
INFO  layout         dominant_logic_cell_type_in_the_layout=clkdlybuf4s50_1
INFO  final_timing   max_clock_freq=776MHz
INFO  yosys          yosysSeqAreaShare=99.9%
INFO  global_routing grt_util_all_layers=5.51%
INFO  clock_tree     cts.root.buffer_cell=clkbuf_16
INFO  die            chipWidth=306um
report_power, final:
group / switching, W / internal [W]
clock network: 0.00438 / 0.00648
logic: 0.000581 / 0.00142
registers: 0.000134 / 0.0120
total: 0.00509 / 0.0199
timing repair:
action / 4_1_cts / 5_1_grt
gates cloned: 0 / 0
hold buffers: 0 / 0
endpoints found under the setup margin: 283 / 283
setup buffers: 0 / 0
endpoints found under the hold margin: 0 / 0
gates resized: 935 / 0
synthesized netlist by cell type:
cell	number	area [sq um]
dfrtp_1	283	7080
inv_1	1	3.75
cell type report:
type,instances,area [sq um],share of cell area [%]
clock buffer,46,912,6.56
clock inverter,7,67.6,0.486
inverter,1,7.51,0.0540
sequential,283,7080,50.9
tap,1060,1330,9.53
timing repair buffer,588,4520,32.5
path summary, 6_finish.rpt:
kind	end	slack [ps]	depth (start not counted)	startpoint
max	IDEX_ReadData1[1]	-290	1	IDEX_ReadData1[1]$_DFF_PP0_
min	IDEX_ReadData2[61]$_DFF_PP0_	50	3	reset
max in group asynchronous	IDEX_ReadData2[4]$_DFF_PP0_	370	4	reset
min in group clk0	IDEX_ReadData1[31]$_DFF_PP0_	70	1	ReadData1[31]
per-stage QoR:
stage | setup TNS [ps] | setup WS [ps] | util [%] | area [sq um]
global route | -86960 | -381 | 17.2 | 13900
CTS | -85640 | -388 | 17.2 | 13900
global placement | -27630 | -276 | 17.8 | 14300
finish | -65890 | -289 | 17.2 | 13900
floorplan | -834650 | -2950 | - | 7090
detailed placement | -24600 | -274 | 17.8 | 14300
cell families after synthesis:
logic type / after synthesis
flip-flops: 283
buffers and inverters: 1
sequential cells by signal, summed over array words and instances, names as in the netlist:
signal and count:
IDEX_PC_Out 64, IDEX_Branch 1, IDEX_RD 5, IDEX_RS2 5, IDEX_MemtoReg 1, IDEX_ReadData1 64, IDEX_Funct 4, IDEX_ReadData2 64
IDEX_Imm 64, IDEX_MemWrite 1, IDEX_ALUOp 2, IDEX_MemRead 1, IDEX_RegWrite 1, IDEX_ALUSrc 1, IDEX_RS1 5
per-layer routing:
layer	vias to the layer above	global-route usage [%]	share of wire [%]	routed length, um
met5	-	0	0	0
met4	0	1.55	3.3	893
met3	33	2.70	11	3000
met2	272	9.65	53	14200
met1	2357	5.78	33	8870
li1	2119	-	-	-
Power is estimated from default activity; no workload was simulated.
