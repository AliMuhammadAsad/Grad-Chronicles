`flow/design.v`:
```
`timescale 1ns / 1ps
module Instruction_Memory
(
	input [63:0] Inst_Address,
	output reg [31:0] Instruction
);
	 reg [7:0] inst_mem[160:0];
	initial
	begin   
      {inst_mem[3], inst_mem[2], inst_mem[1], inst_mem[0]} = 32'h00000913; 
      {inst_mem[7], inst_mem[6], inst_mem[5], inst_mem[4]} = 32'h00500993; 
      {inst_mem[11], inst_mem[10], inst_mem[9], inst_mem[8]} = 32'h00000413; 
      {inst_mem[15], inst_mem[14], inst_mem[13], inst_mem[12]} = 32'h00050513; 
      {inst_mem[19], inst_mem[18], inst_mem[17], inst_mem[16]} = 32'h00500113; 
      {inst_mem[23], inst_mem[22], inst_mem[21], inst_mem[20]} = 32'h00200193; 
      {inst_mem[27], inst_mem[26], inst_mem[25], inst_mem[24]} = 32'h00100213; 
      {inst_mem[31], inst_mem[30], inst_mem[29], inst_mem[28]} = 32'h00700593; 
      {inst_mem[35], inst_mem[34], inst_mem[33], inst_mem[32]} = 32'h00400613; 
      {inst_mem[39], inst_mem[38], inst_mem[37], inst_mem[36]} = 32'h07340663; 
      {inst_mem[43], inst_mem[42], inst_mem[41], inst_mem[40]} = 32'h00000493; 
      {inst_mem[47], inst_mem[46], inst_mem[45], inst_mem[44]} = 32'h00000513; 
      {inst_mem[51], inst_mem[50], inst_mem[49], inst_mem[48]} = 32'hfff98313; 
      {inst_mem[55], inst_mem[54], inst_mem[53], inst_mem[52]} = 32'h40830333; 
      {inst_mem[59], inst_mem[58], inst_mem[57], inst_mem[56]} = 32'h04648663; 
      {inst_mem[63], inst_mem[62], inst_mem[61], inst_mem[60]} = 32'h00349393; 
      {inst_mem[67], inst_mem[66], inst_mem[65], inst_mem[64]} = 32'h012383b3; 
      {inst_mem[71], inst_mem[70], inst_mem[69], inst_mem[68]} = 32'h0003b283; 
      {inst_mem[75], inst_mem[74], inst_mem[73], inst_mem[72]} = 32'h00148e93; 
      {inst_mem[79], inst_mem[78], inst_mem[77], inst_mem[76]} = 32'h003e9e13; 
      {inst_mem[83], inst_mem[82], inst_mem[81], inst_mem[80]} = 32'h012e0e33; 
      {inst_mem[87], inst_mem[86], inst_mem[85], inst_mem[84]} = 32'h000e3f03; 
      {inst_mem[91], inst_mem[90], inst_mem[89], inst_mem[88]} = 32'h005f4663; 
      {inst_mem[95], inst_mem[94], inst_mem[93], inst_mem[92]} = 32'h00148493; 
      {inst_mem[99], inst_mem[98], inst_mem[97], inst_mem[96]} = 32'hfc000ce3; 
      {inst_mem[103], inst_mem[102], inst_mem[101], inst_mem[100]} = 32'h00028f93; 
      {inst_mem[107], inst_mem[106], inst_mem[105], inst_mem[104]} = 32'h000f0293; 
      {inst_mem[111], inst_mem[110], inst_mem[109], inst_mem[108]} = 32'h0053b023; 
      {inst_mem[115], inst_mem[114], inst_mem[113], inst_mem[112]} = 32'h000f8f13; 
      {inst_mem[119], inst_mem[118], inst_mem[117], inst_mem[116]} = 32'h01ee3023; 
      {inst_mem[123], inst_mem[122], inst_mem[121], inst_mem[120]} = 32'h00100513; 
      {inst_mem[127], inst_mem[126], inst_mem[125], inst_mem[124]} = 32'h00148493; 
      {inst_mem[131], inst_mem[130], inst_mem[129], inst_mem[128]} = 32'hfa000ce3; 
      {inst_mem[135], inst_mem[134], inst_mem[133], inst_mem[132]} = 32'h00140413; 
      {inst_mem[139], inst_mem[138], inst_mem[137], inst_mem[136]} = 32'h00050463; 
      {inst_mem[143], inst_mem[142], inst_mem[141], inst_mem[140]} = 32'hf8000ce3; 
    end
	always @(Inst_Address)
	begin
		Instruction={inst_mem[Inst_Address+3],inst_mem[Inst_Address+2],inst_mem[Inst_Address+1],inst_mem[Inst_Address]};
	end
endmodule
```
`flow/run.sh`:
```
#!/bin/bash
# OpenROAD 26Q1-2900-gdf79404cd8, Yosys 0.63+post, stock flow scripts
make -C /OpenROAD-flow-scripts/flow DESIGN_CONFIG=/design/flow/config.mk WORK_HOME=/design/flow/orfs finish
```
`flow/constraint.sdc`:
```
current_design Instruction_Memory

set clk_period 4.9
set clk_io_pct 0.2

create_clock -name clk0 -period $clk_period

set non_clock_inputs [all_inputs -no_clocks]
set_input_delay [expr $clk_period * $clk_io_pct] -clock clk0 $non_clock_inputs
set_output_delay [expr $clk_period * $clk_io_pct] -clock clk0 [all_outputs]
```
`flow/config.mk`:
```
export PLATFORM = sky130hd
export DESIGN_NAME = Instruction_Memory
export DESIGN_NICKNAME = Instruction_Memory
export VERILOG_FILES = /design/flow/design.v
export SDC_FILE = /design/flow/constraint.sdc
export NUM_CORES = 4
export LEC_CHECK = 1
export CORE_UTILIZATION = 40
```
==> summary.txt <==
run results: M2 GR Usage=0.5620, CTS Hold Bufs=0, FF+latch area=0 sq um, WL/cell=approximately 20 um, Slew headroom=0.5042, port bufs=40, Most common cell on crit path=buf_4, pwr dens=roughly 130 nW/um^2, post-route ant nets=0, met1 GRT Util=0.5414, Critical Path End Type=output port, clk_buf instances=0, core area=15310 sq um, biggest area cells=o21ai_0, a21oi_1, nand2_1, Residual DRC=0, Filler cells=between 1500 and 2000, DRT Pass-1 Iters=5, Max stage delay cell, worst path=clkdlybuf4s50_1, Top-area cell share=0.09464, Req. time, crit path=3.92 ns, registers=0, syn_area_per_cell=~6 sq um, CP Class=in -> out, layer with the highest usage=met2, Tmin final=4.770 ns, TNS Setup=0 ns, die height=about 130 um, Synth warnings=1, GRT overflow=0, maximum clock rate=209.7 MHz, VDD IR max=0.08106 mV, DR vias/cell=6.272, non-filler instance count after layout=1445, Final Hold Viols=0, Cell Type Count=89, std cell rows=45, via count=9063, Hold WS=2.842 ns, final wirelength=slightly below 30000 um, Tot Pwr=1.160 mW, Final Cycle Share=0.9734, Slew @ Worst Pin=0.7359 ns, Buf/Inv on CP=8, diode count=0, Hold Crit Class=in -> out, Global Route Usage Sum=0.3668, DIE AREA=16370 sq um, Startpoint Class=input port, Leak Pwr=around 3.5 nW, Die Width=128.0 um, initial antenna violation count=0, I/O pin count=between 90 and 100, P&R area growth vs syn=36.57%, status=finished clean, Max Cap Viol=0, delay-heaviest family, CP=buffers and inverters, Tool Warnings=105, fin. max-slew vios=0, slowest stage delay, CP=around 0.4 ns, Iteration-0 DRC Markers=~1000, Seq/Total Area, Yosys=0, Yosys top cell by area=o21ai_0, Worst Hold Launch=Inst_Address[0], hpwl dp=21900 um, final core utilization=0.5659, layout cells sized above 1=0.2723, Hold EP=Instruction[19], RSZ-0062 raised after global routing=no, synthesized area=approximately 6300 sq um, WP data arrival=3.79 ns, WHS Path Cells=5, fp_density=0.4144, chip area in the Yosys report=6346 sq um, crit-path cells=dlygate4sd2_1, buf_4, buf_4, ha_4, buf_4, and3_1, buf_12, xnor2_4, buf_4, nor2_1, buf_4, o21ai_0, o211ai_1, a31oi_1, o31ai_1, clkdlybuf4s50_1, ys cells=~1000, CP max FO=6, largest net degree at the start of global routing=around 56, number of global-route vias before repair=8175, Gate Count Post-Synth=1048, Final Setup Violations=0, dpl cells=around 1400, placer congestion estimate=around 1, first-pass GRT wire length=46800 um, GR Util met3=0.03912
==> placed cells by master, fill, tap and decap left out, types with 22 or more instances in the layout <==
| master | n |
|---|---|
| a31oi_1 | 23 |
| buf_4 | 258 |
| nor2_1 | 95 |
| a21oi_1 | 106 |
| o211ai_1 | 22 |
| o21ai_0 | 117 |
| nor3_1 | 37 |
| nand3_1 | 30 |
| a211oi_1 | 24 |
| nand2_1 | 139 |
| clkdlybuf4s50_1 | 35 |
==> metal layers <==
metal / vias to the layer above / wire length [um]
met5: - / 0
met4: 0 / 1020
met3: 91 / 2482
met2: 505 / 12890
met1: 4165 / 13040
li1: 4302 / -
==> worst max-delay path by stage <==
stage            endpoint  slack, ns       startpoint  cells after the start
4_1_cts   Instruction[14]       0.11  Inst_Address[1]                     16
5_1_grt   Instruction[31]      0.006  Inst_Address[1]                     15
6_report  Instruction[14]       0.13  Inst_Address[1]                     16
==> cells by family (layout without fill, tap and decap cells) <==
family,Yosys count,in the layout,synth area share
adder cells (fa/ha/maj),22,22,0.04298
AND-OR/OR-AND,450,450,0.4594
XOR/XNOR,39,40,0.08281
buffers and inverters,148,333,0.1155
multiplexers,16,16,0.02760
AND/OR/NAND/NOR,373,373,0.2717
==> what timing repair did <==
| action | 4_1_cts | 5_1_grt |
|---|---|---|
| endpoints found under the hold margin | 0 | 0 |
| endpoints found under the setup margin | 27 | 12 |
| resized | 22 | 6 |
| gates cloned | 1 | 0 |
| buffers inserted | 3 | 2 |
| pin swaps | 3 | 5 |
==> power breakdown <==
part           switching (mW)  leakage [nW]  internal (mW)
Sequential                  0             0              0
Clock                       0             0              0
Combinational           0.622          3.47          0.538
==> synthesized netlist by cell type, types with 4 or more instances <==
cell,instances
a21oi_1,106
nor2_1,97
o211ai_1,22
buf_6,5
clkbuf_1,46
o31ai_1,9
o21ai_1,5
nor3_1,37
o21a_1,5
o311ai_0,12
or3_1,6
a221oi_1,14
a211oi_1,26
nor2b_1,8
xnor2_2,11
a311oi_1,14
nand3_1,30
nor4_1,9
o21ai_0,120
ha_1,21
nand2b_1,12
a21boi_0,6
a21o_1,10
xnor2_4,4
a31oi_1,23
and3_1,6
buf_1,6
inv_1,17
a31o_2,4
mux2i_1,13
a211o_1,4
o22ai_1,17
a2111oi_0,4
clkinv_1,4
buf_2,52
a22oi_1,7
xor2_1,4
xnor2_1,18
nand2_1,139
buf_4,15
and2_1,4
==> metrics by stage <==
stage	instance area, sq um	setup WS (ns)
after floorplan	6346	0.4019
after CTS	8628	0.1111
final	8667	0.1302
after global routing	8667	0.005661
after detailed placement	8501	-0.2691
after global placement	8501	-0.2640
==> area by class of cell <==
type / instances / area (sq um) / share of cell area
inverters: 23 / 97.59 / 0.01126
multi-input cells: 901 / 5734 / 0.6616
well taps: 211 / 264.0 / 0.03046
repair buffers: 310 / 2571 / 0.2967
Power and IR drop assume default switching activity.
