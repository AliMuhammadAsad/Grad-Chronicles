===== flow/run.sh =====
#!/bin/bash
# OpenROAD 26Q1-2900-gdf79404cd8, Yosys 0.63+post, stock flow scripts
make -C /OpenROAD-flow-scripts/flow DESIGN_CONFIG=/design/flow/config.mk WORK_HOME=/design/flow/orfs finish

===== flow/config.mk =====
export PLATFORM = sky130hd
export DESIGN_NAME = MEM_WB
export DESIGN_NICKNAME = MEM_WB
export VERILOG_FILES = /design/flow/design.v
export SDC_FILE = /design/flow/constraint.sdc
export NUM_CORES = 4
export LEC_CHECK = 1
export CORE_UTILIZATION = 30

===== flow/constraint.sdc =====
current_design MEM_WB

set clk_period 1.0
set clk_io_pct 0.2

create_clock -name clk0 -period $clk_period [get_ports {clk}]

set non_clock_inputs [all_inputs -no_clocks]
set_input_delay [expr $clk_period * $clk_io_pct] -clock clk0 $non_clock_inputs
set_output_delay [expr $clk_period * $clk_io_pct] -clock clk0 [all_outputs]

===== flow/design.v =====
`timescale 1ns / 1ps
module MEM_WB(
    input clk, reset,
    input MemtoReg, RegWrite,
    input [4:0] RD,
    input [63:0] EM_Result, Read_Data,
    output reg MW_MemtoReg, MW_RegWrite,
    output reg [4:0] MW_RD, 
    output reg [63:0] MW_Result, MW_Read_Data
    );
always @(posedge clk or posedge reset) begin
    if (reset == 1'b1) begin
        MW_MemtoReg = 0; MW_RegWrite = 0; MW_RD = 0;
        MW_Result = 0; MW_Read_Data = 0;
    end
    else begin
        MW_MemtoReg = MemtoReg; MW_RegWrite = RegWrite; MW_RD = RD;
        MW_Result = EM_Result; MW_Read_Data = Read_Data;
    end 
end
endmodule

==> flow_metrics.py <==
# Auto-generated metrics
metrics = {
    "status": {
        "run_status": "finished, violations left",
        "violated_checks": "negative setup slack",
    },
    "clocking": {
        "post-cts-setup-buffer-count": 0,
        "cts_buffer_depth": 2,
        "cts_made_buffers": 17,
        "clock_tree.htree_level_count": 4,
        "cts_root_buffer": "clkbuf_8",
        "clock_tree_from_tritoncts": "done",
        "tritoncts_num_sinks": 135,
        "clk_pin_slew_worst_paths_ps": 60,
    },
    "sta": {
        "max_slew.worst_pin.slew_ps": 282.8,
        "rsz0062_at_grt": "yes",
        "slew_viol_final": 0,
        "finalCritPeriodShare_pct": 120.9,
        "fin_hold_ws_ps": 126.0,
        "setup_ws_ps": -208.7,
        "final_hold_viol_count": 0,
        "slew_hr_pct": 81.15,
        "setup_viols_final": 135,
        "min_period_ps": 1209,
        "fmax_mhz": 827.3,
        "timing.setup.tns_ps": -22380,
    },
    "hold_path": {
        "worst_hold_path.endpoint": "MW_Read_Data[4]",
        "min_path_cells": 1,
        "holdCritPathClass": "primary input to register",
        "hp-start": "Read_Data[4]",
    },
    "die": {
        "chip_area_um2": 11700,
        "die_width_um": 108.2,
        "chipHeight_um": 108.2,
        "ioPinCount": 272,
        "std_cell_rows": 38,
        "core_area_um2": 10890,
        "initial_utilization_pct": 31.06,
    },
    "cells_and_area": {
        "combGateArea_um2": 0,
        "final_cell_area_um2": 6264,
        "synthToLayoutAreaGrowth_pct": 85.20,
        "layout-drive-gt1-share_pct": 38.46,
        "comb_cells": 0,
    },
    "global_routing": {
        "globalRoute.totalOverflow": 0,
        "grt_max_degree": 48,
        "antenna_violations_before_repair": 0,
        "vias_in_the_first_global_route": 2438,
        "grt_first_pass_wirelength_mm": 13.29,
        "global_route_usage_sum_pct": 16.14,
    },
    "yosys": {
        "synth_top_flop_cell": "dfrtp_1",
        "synthCells": 136,
        "top_cells_by_count": "dfrtp_1, inv_1",
        "synth.yosys.seq_area_share_pct": 99.89,
        "postSynthAreaPerCell_um2": 24.87,
        "ys_seq_elements": 135,
        "yosys.cell_count.top_type": "dfrtp_1",
        "netlist.area_leader.share_pct": 99.89,
        "leading_cell_types_by_total_area_after_synthesis": "dfrtp_1, inv_1",
        "number_of_flops_mapped_to_enable_cells_by_yosys": 0,
        "synthesis.area_um2": 3382,
        "post_synthesis_chip_area_from_yosys_um2": 3382,
        "yosysUniqueCellTypes": 2,
        "dominant_cell_type_by_area_after_synthesis": "dfrtp_1",
        "fraction_of_registers_with_async_set_reset_pct": 100.0,
        "yosys_warnings": 1,
        "cell_count_in_the_yosys_report": 136,
    },
    "routing": {
        "detailedRoute.firstPassIterationCount": 4,
        "per_cell_via_count_in_the_routed_design": 3.890,
        "drc_viols": 0,
        "drt_first_iter_violations": 41,
        "detail_route.wirelength_mm": 8.832,
        "routed_wl_per_cell_um": 15.18,
        "vias": 2264,
        "ant_nets": 0,
        "diode_count": 0,
    },
    "critical_path": {
        "critPathArrivalTime_ps": 1010,
        "worst-path-max-fanout": 1,
        "cp-end-kind": "primary output",
        "worst-endpoint-required_ps": 800,
        "crit_path_cell_trace": "buf_2",
        "path_buffers": 1,
        "crit_path_start_kind": "register",
        "worst_path_max_delay_cell": "dfrtp_1",
        "critical_path_depth": 1,
        "criticalPathCategory": "register to primary output",
        "worst_stage_delay_on_the_critical_path_ps": 380,
        "crit_family": "flip-flops",
    },
    "power_and_ir_drop": {
        "clockPowerShare_pct": 48.1,
        "power_per_cell_area_nw_per_um2": 2054,
        "intPower_w": 0.01039,
        "p_leak_nw": 2.959,
        "net-switching-power_w": 0.002473,
        "switching_share_pct": 19.22,
        "sequentialPowerShare_pct": 45.1,
        "vdd.ir_drop.worst_mv": 1.227,
        "fin_total_pwr_w": 0.01286,
        "combinationalPowerShare_pct": 6.9,
    },
    "job": {
        "max_capacitance_violation_total": 0,
        "stage_log_warnings": 28,
    },
    "place": {
        "port_buffers": 271,
        "finalWeightedCongestion": 0.8027,
        "post_dp_cell_area_um2": 6334,
        "dpl.hpwl_mm": 6.697,
    },
}
==> placed cells by master (no fill, tap or decap) <==
| cell type | synthesis | final |
|---|---|---|
| inv_6 | 0 | 1 |
| clkdlybuf4s50_1 | 0 | 136 |
| dfrtp_1 | 135 | 135 |
| clkbuf_16 | 0 | 16 |
| clkinv_2 | 0 | 3 |
| clkbuf_1 | 0 | 1 |
| clkbuf_8 | 0 | 4 |
| buf_12 | 0 | 3 |
| buf_2 | 0 | 135 |
| clkinv_4 | 0 | 2 |
| clkinvlp_4 | 0 | 3 |
| bufinv_16 | 0 | 3 |
==> kinds of logic (layout without fill, tap and decap cells) <==
| logic type | after synthesis | count (layout) | share of synthesized area [%] |
|---|---|---|---|
| buffers and inverters | 1 | 307 | 0.1109 |
| DFF | 135 | 135 | 99.89 |
==> power groups by stage <==
stage | combinational, W | clock (W) | sequential [W]
after global routing | 0.000983 | 0.00665 | 0.00582
after CTS | 0.000916 | 0.00636 | 0.00580
final | 0.000886 | 0.00618 | 0.00580
==> metal layers <==
metal	vias up	global-route usage [%]	wire length [µm]
met5	-	0	0
li1	1013	-	-
met2	171	25.20	4295
met1	1069	20.41	2880
met4	0	2.838	165
met3	11	9.141	1491
==> worst max path at each step <==
| stage | endpoint | startpoint | slack, ps |
|---|---|---|---|
| 4_1_cts | MW_Result[51] | MW_Result[51] | -260 |
| 5_1_grt | MW_Result[51] | MW_Result[51] | -280 |
| 6_report | MW_Result[51] | MW_Result[51] | -210 |
==> registers in the layout, summed over array words and instances, names as in the netlist <==
register / count
MW_MemtoReg: 1
MW_RD: 5
MW_Read_Data: 64
MW_RegWrite: 1
MW_Result: 64
==> metrics by stage <==
stage,worst slack (ps),std cells,utilization [%]
floorplan,-879.2,136,-
global placement,-70.11,550,58.17
detailed placement,-61.99,550,58.17
CTS,-264.5,582,57.53
global route,-277.9,582,57.53
finish,-208.7,582,57.53
==> area by class of cell <==
| cell class | count | area [µm²] |
|---|---|---|
| Inverter | 1 | 7.507 |
| Timing Repair Buffer | 274 | 2097 |
| Sequential cell | 135 | 3378 |
| Clock buffer | 21 | 459.2 |
| Fill cell | 890 | 4624 |
| Clock inverter | 11 | 146.4 |
| Tap cell | 140 | 175.2 |
==> what timing repair did <==
action | 4_1_cts | 5_1_grt
hold buffers | 0 | 0
resized | 419 | 0
pin swaps | 0 | 0
gates cloned | 0 | 0
setup endpoints to repair | 135 | 135
Power is estimated from default activity; no workload was simulated.
