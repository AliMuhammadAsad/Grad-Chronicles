==> design.v <==
`timescale 1ns / 1ps
module EX_MEM(
    input clk, reset,
    input Branch, MemRead, MemWrite, MemtoReg, RegWrite, 
    input Zero,
    input addermuxselect,
    input [4:0] RD, 
    input [63:0] Adder2Out, Result, WriteData,
    output reg EM_Branch, EM_MemRead, EM_MemWrite, EM_MemtoReg, EM_RegWrite,
    output reg EM_Zero,
    output reg EM_addermuxselect,
    output reg [4:0] EM_RD,
    output reg [63:0] EM_Adder2Out, EM_Result, EM_WriteData
    );
always @(posedge clk or posedge reset) begin
    if (reset == 1'b1) begin
        EM_Branch = 0; EM_MemRead = 0; EM_MemWrite = 0; EM_MemtoReg = 0;
        EM_RegWrite = 0; EM_Zero = 0; EM_RD = 0; EM_Adder2Out = 0;
        EM_Result = 0; EM_WriteData = 0; EM_addermuxselect = 0;
    end
    else begin
        EM_Branch = Branch; EM_MemRead = MemRead; EM_MemWrite = MemWrite; 
        EM_MemtoReg = MemtoReg; EM_RegWrite = RegWrite; EM_Zero = Zero; 
        EM_RD = RD; EM_Adder2Out = Adder2Out; EM_Result = Result; 
        EM_WriteData = WriteData; EM_addermuxselect = addermuxselect;
    end 
end
endmodule
==> run.sh <==
#!/bin/bash
# OpenROAD 26Q1-2900-gdf79404cd8, Yosys 0.63+post, stock flow scripts
make -C /OpenROAD-flow-scripts/flow DESIGN_CONFIG=/design/flow/config.mk WORK_HOME=/design/flow/orfs finish
==> config.mk <==
export PLATFORM = sky130hd
export DESIGN_NAME = EX_MEM
export DESIGN_NICKNAME = EX_MEM
export VERILOG_FILES = /design/flow/design.v
export SDC_FILE = /design/flow/constraint.sdc
export NUM_CORES = 4
export LEC_CHECK = 1
export CORE_AREA = 10 10 198 198
export DIE_AREA = 0 0 208 208
==> constraint.sdc <==
current_design EX_MEM

set clk_period 1.0
set clk_io_pct 0.2

create_clock -name clk0 -period $clk_period [get_ports {clk}]

set non_clock_inputs [all_inputs -no_clocks]
set_input_delay [expr $clk_period * $clk_io_pct] -clock clk0 $non_clock_inputs
set_output_delay [expr $clk_period * $clk_io_pct] -clock clk0 [all_outputs]
==> out/summary.rpt <==
===============================================================================================
Flops after synth ................................................................          204
Violated checks .................................................................. negative setup slack
Number of standard-cell rows in the floorplan ....................................           68
Syn Area/Cell ....................................................................    24.9 um^2
Crit path largest cell delay .....................................................      0.37 ns
Endpoint class of the critical path ..............................................   output pin
Cell types with the largest area share after synthesis ........................... sky130_fd_sc_hd__dfrtp_1 100%, sky130_fd_sc_hd__inv_1 0.073%
Final Slew Violations ............................................................            0
Arrival time of data at the critical path endpoint ...............................      1.02 ns
Cell area after technology mapping ...............................................    5110 um^2
Tally of filler cells in the layout ..............................................         3561
Antenna violations before repair .................................................            3
Measured slew at the worst slew-check pin ........................................     0.229 ns
Deepest clock path buffer count ..................................................            3
Run status ....................................................................... complete, but fails checks
Worst Path Buf+Inv ...............................................................            1
Die footprint ....................................................................   43300 um^2
DRC violation count after routing ................................................            0
Share of Yosys cell area claimed by the top area cell type .......................        99.9%
Wirelength, routed ...............................................................     22200 um
Number of sinks driven by the clock tree .........................................          204
Combinational Gates ..............................................................            0
Max-slew headroom at the worst pin ...............................................        84.7%
Crit path time final .............................................................      1.22 ns
Io pins ..........................................................................          410
H-tree Lvls ......................................................................            1
Min setup slack post-route .......................................................    -0.215 ns
DR WL/cell .......................................................................      19.6 um
Post-CTS setup buffer count ......................................................            0
Pwr/cell area .................................................................... 1910 nW/um^2
Classification of the worst-slack hold path ...................................... input pin to asynchronous set/reset pin
Area added between synthesis and finish ..........................................        90.4%
Vias in the first global route ...................................................         3954
Sequential fraction of the synthesis area ........................................        99.9%
Ys Warns .........................................................................            1
Max Cap Viol .....................................................................            0
Area of the multi-input gates ....................................................       0 um^2
Post-DP HPWL .....................................................................     18700 um
Number of buffers inserted for hold repair after clock tree synthesis ............            0
Buffer cell driving the clock tree root .......................................... sky130_fd_sc_hd__clkbuf_16
Cell variety after synth .........................................................            2
TritonCTS clock tree .............................................................          yes
Hold violation count in the final report .........................................            0
Most common cell after layout, fill and taps aside ............................... sky130_fd_sc_hd__clkdlybuf4s50_1
Critical-path maximum fanout .....................................................            1
Overflow left after global routing ...............................................            0
Element type at the critical path start ..........................................     register
Critical path origin ............................................................. EM_Adder2Out[1]
RSZ-0062 raised after global routing .............................................         true
Via density per instance .........................................................         3.04
TritonCTS buffer count ...........................................................           23
Post-layout instance count excluding filler cells ................................         1128
Number of detailed-routing iterations run before antenna repair ..................            4
Critical path type ............................................................... register to output pin
Global placer's final weighted congestion ........................................        0.898
Std-Cell Core Area ...............................................................   34700 um^2
Number of cell instances after yosys synthesis ...................................          205
Max IR drop VDD ..................................................................    0.00134 V
Clock input transition at the sequential cells of the worst setup and hold paths .      0.06 ns
Violation count after the first detailed-route iteration .........................           90
DIE WIDTH ........................................................................       208 um
Fraction of layout cells with a size suffix above 1 ..............................        38.6%
Crit path max-delay cell type .................................................... sky130_fd_sc_hd__dfrtp_1
Die height .......................................................................       208 um
Dominant logic cell types in the final layout .................................... 205 x sky130_fd_sc_hd__clkdlybuf4s50_1, 204 x sky130_fd_sc_hd__dfrtp_1, 204 x sky130_fd_sc_hd__buf_2
Final antenna-violating net count ................................................            0
Worst-case hold slack ............................................................    0.0680 ns
Power consumption ................................................................      18.5 mW
Total number of warnings across the stage logs ...................................           31
Number of cells on the critical path .............................................            1
Chain of cells forming the critical path .........................................        buf_2
Final count of negative-setup-slack endpoints ....................................          204
GRT Total Usage ..................................................................        10.0%
Number of placed cells counting well taps ........................................         1087
Highest achievable clock rate ....................................................      823 MHz
Post-Synthesis Cells .............................................................          205
Number of vias in the routed layout ..............................................         3431
# port buffers ...................................................................          409
Chip area line of the yosys report ...............................................    5110 um^2
Pin count of the biggest net entering global routing .............................           26
Setup tns final ..................................................................    -38.09 ns
Cell family with the largest share of critical-path delay ........................   flip-flops
Cell leakage power ...............................................................      4.46 nW
Crit path required time ..........................................................      0.80 ns
Share of the clock period used by the worst path .................................         122%
Initial Util .....................................................................        14.7%
Cell taking the most area after synthesis ........................................ sky130_fd_sc_hd__dfrtp_1
Wire length of the first global-routing pass .....................................     30900 um
===============================================================================================
-- cells by family (layout without fill, tap and decap cells) --
logic type / count (synthesis) / count (layout) / synth area share, %
flops: 204 / 204 / 99.9
buf+inv: 1 / 467 / 0.0734
other cells: 0 / 2 / 0
-- cells in the mapped netlist, drive strengths merged --
cell type / instances
dfrtp: 204
inv: 1
-- state kept, by name, summed over array words and instances (netlist names) --
register	flops
EM_RegWrite	1
EM_MemRead	1
EM_Result	64
EM_Zero	1
EM_Branch	1
EM_MemtoReg	1
EM_Adder2Out	64
EM_WriteData	64
EM_MemWrite	1
EM_RD	5
EM_addermuxselect	1
-- through the flow --
step           setup WS, ns  area [um^2]  util (%)
6_report             -0.215         9730      28.0
3_5_place_dp        -0.0292        10000      28.8
4_1_cts              -0.255         9720      28.0
5_1_grt              -0.274         9720      28.0
2_1_floorplan         -1.84         5110         -
3_3_place_gp        -0.0333        10000      28.8
-- path summary, 6_finish.rpt --
| path | to |
|---|---|
| worst max-delay path | EM_Adder2Out[1] |
| worst min-delay path | EM_Adder2Out[39] |
| max in group asynchronous | EM_Result[63] |
| min in group clk0 | EM_Adder2Out[52] |
-- final cells by class --
cell class	instances	area [um^2]	share of cell area (%)
Inverter	1	7.51	0.0772
Timing Repair Buffer	427	3300	33.9
Clock buffer	29	628	6.46
Tap cell	455	569	5.85
Clock inverter	10	115	1.18
Antenna cell	2	5.00	0.0515
Sequential cell	204	5100	52.5
-- where the power goes --
part           leakage [nW]  total [mW]  internal, mW  switching [mW]
Combinational          1.72        1.53          1.05           0.484
Sequential             2.38        8.76          8.67          0.0888
Clock                 0.358        8.24          4.95            3.29
-- routing by layer --
metal	global-route usage, %	share of wire [%]	vias up
li1	-	-	1543
met1	11.5	36	1696
met2	17.6	53	161
met3	3.75	8.4	29
met4	1.87	2.1	2
met5	0	0.059	-
-- what timing repair did --
action,in CTS,in global routing
hold endpoints to repair,0,0
pin swaps,0,0
setup endpoints to repair,204,204
resized,698,0
No activity file was given, so power comes from the tool's default toggle rates.
